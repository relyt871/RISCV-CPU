[run.sh]
#!/bin/bash
# OpenROAD 26Q1-2900-gdf79404cd8, Yosys 0.63+post, stock flow scripts
make -C /OpenROAD-flow-scripts/flow DESIGN_CONFIG=/design/flow/config.mk WORK_HOME=/design/flow/orfs finish
[constraint.sdc]
current_design regfile

set clk_period 15.2
set clk_io_pct 0.2

create_clock -name clk0 -period $clk_period [get_ports {clk}]

set non_clock_inputs [all_inputs -no_clocks]
set_input_delay [expr $clk_period * $clk_io_pct] -clock clk0 $non_clock_inputs
set_output_delay [expr $clk_period * $clk_io_pct] -clock clk0 [all_outputs]
[config.mk]
export PLATFORM = sky130hd
export DESIGN_NAME = regfile
export DESIGN_NICKNAME = regfile
export VERILOG_FILES = /design/flow/design.v
export SDC_FILE = /design/flow/constraint.sdc
export NUM_CORES = 4
export LEC_CHECK = 1
export CORE_UTILIZATION = 40
[design.v]
module regfile (
    input wire clk,
    input wire reset,
    input wire ready,
    input wire clear,
    input wire rs1_query,
    input wire [4:0] rs1_pos,
    input wire rs2_query,
    input wire [4:0] rs2_pos,
    input wire lock,
    input wire [4:0] lock_rd,
    input wire [3:0] lock_robpos,
    input wire unlock,
    input wire [4:0] unlock_rd,
    input wire [3:0] unlock_robpos,
    input wire [31:0] unlock_val,
    output reg rs1_flag,
    output reg rs1_type,
    output reg [31:0] rs1_val,
    output reg rs2_flag,
    output reg rs2_type,
    output reg [31:0] rs2_val
);
    reg [31:0] val[31:0];
    reg [3:0] qi[31:0];
    reg busy[31:0];
    integer i;
    always @(posedge clk) begin
        if (reset) begin
            for (i = 0; i < 6'b100000; i = i + 1) begin
                val[i] <= 0;
                qi[i] <= 0;
                busy[i] <= 0;
            end
        end
        else if (clear) begin
            for (i = 0; i < 6'b100000; i = i + 1) begin
                qi[i] <= 0;
                busy[i] <= 0;
            end
            if (unlock && unlock_rd != 0) begin
                val[unlock_rd] <= unlock_val;
            end
        end
        else if (ready) begin
            if (lock && lock_rd != 0) begin
                qi[lock_rd] <= lock_robpos;
                busy[lock_rd] <= 1;
            end
            if (unlock && unlock_rd != 0) begin
                val[unlock_rd] <= unlock_val;   
                if (qi[unlock_rd] == unlock_robpos) begin
                    busy[unlock_rd] <= 0;
                end
            end
        end
    end
    always @(*) begin
        if (!rs1_query) begin
            rs1_flag <= 0;
            rs1_type <= 0;
            rs1_val <= 0;
        end
        else begin
            rs1_flag <= 1;
            if (!busy[rs1_pos]) begin
                rs1_type <= 0;
                rs1_val <= val[rs1_pos];
            end
            else begin
                if (unlock && unlock_robpos == qi[rs1_pos]) begin
                    rs1_type <= 0;
                    rs1_val <= unlock_val;
                end
                else begin
                    rs1_type <= 1;
                    rs1_val <= {{28'b0}, qi[rs1_pos]};
                end
            end 
        end
    end
    always @(*) begin
        if (!rs2_query) begin
            rs2_flag <= 0;
            rs2_type <= 0;
            rs2_val <= 0;
        end
        else begin
            rs2_flag <= 1;
            if (!busy[rs2_pos]) begin
                rs2_type <= 0;
                rs2_val <= val[rs2_pos];
            end
            else begin
                if (unlock && unlock_robpos == qi[rs2_pos]) begin
                    rs2_type <= 0;
                    rs2_val <= unlock_val;
                end
                else begin
                    rs2_type <= 1;
                    rs2_val <= {{28'b0}, qi[rs2_pos]};
                end
            end 
        end
    end
endmodule
==> run notes <==
run metrics: Maximum Capacitance Violations 0, average cell area after synthesis 15.3 um2, Mux cell area share roughly 27%, global routing usage summed across all routing layers between 30% and 40%, wire length after detailed routing 224 mm, synthesized instance count roughly 4,300, Crit. End Element output pin, routed via count 40,100, timing-limited maximum frequency between 80 and 90 MHz, count of flip-flops with a built-in enable after synthesis 1,152, Post-CTS Setup Inserts 0, remaining global-route overflow 0, fraction of layout instances using a drive strength above 1 27.6%, Top logic family multiplexers, fp util 40.5%, via count of the first global-routing pass 43,400, CTS tree yes, type of element launching the critical path primary input, setup TNS 0 ns, setup repair after global routing missed its margin false, final critical-path share of the clock period 75.4%, Final Slew Violations 0, area fraction in compound gates 2.43%, peak ir drop on the vdd network 0.127 mV, P_leak about 25 nW, Min-Delay Path Class register to register, number of clock buffers inserted by TritonCTS 132, post-synthesis share of cell area spent on and, or, nand and nor gates 13.7%, die area ~160,000 um2, largest net degree at the start of global routing around 100, count of clock tree sinks 1,184, area fraction in xor and xnor cells 0.134%, status complete, no violations, yosys warns 1, DRC Markers 0, maximum clock skew at final layout roughly 0.027 ns, HPWL Detailed 131 mm, power density normalized to cell area roughly 110 nW/um2, share of synthesized area occupied by flip-flops and latches 54.0%, Starting DRT DRC Count 2,654, final worst path period need 11.47 ns, die extent in y 406 um, number of warnings in the stage logs 30, number of H-tree levels 4, Worst-Skew Late Latency 0.79 ns, Port Buf Inserts about 140, slew at the pin with the worst max-slew slack 1.02 ns, hold_buf cts 0, worst-case headroom to the max-slew limit 32.1%, wire length of the first global-routing pass 317 mm, count of cell types in the netlist 48, top-level port count 136, FFs w/ async S/R, synth 0%, post-synthesis sequential element count 1,184, adder and majority cell fraction of the synthesized area 0%, Final Hold Fails 0, maximum number of buffers from clock root to sink 3, Most common reg cell sky130_fd_sc_hd__edfxtp_1, antenna-violating nets left 0, Detailed Routing Iterations Pass 1 10, critical path peak fanout 24, DP Worst Slack 3.82 ns, final setup margin 3.73 ns, Yosys chip area 65,300 um2, # Cells Yosys 4,263, Clock Root Buffer sky130_fd_sc_hd__clkbuf_16, Worst Setup Path Type primary input to output pin, average via count per standard cell 6.11, synthesized area 65,300 um2, Req. time, crit path 12.16 ns, # resized after CTS 0, Placer Congestion 0.918, Core Footprint roughly 160,000 um2, number of antenna violations at the first check in global routing 14, area growth from synthesis to layout 12.9%, data arrival time of the critical path 8.43 ns, Reg clk slew, reported paths 0.06 ns, die width 406 um, number of setup violations in the final report 0, routed length per instance 34.1 um, row cnt 147
==> synthesized netlist by cell type, types with 2 or more instances <==
cell / count / share of area, %
sky130_fd_sc_hd__a21boi_0: 5 / 0.057
sky130_fd_sc_hd__or4_1: 2 / 0.023
sky130_fd_sc_hd__dfxtp_1: 32 / 0.98
sky130_fd_sc_hd__mux2_2: 10 / 0.17
sky130_fd_sc_hd__nand4_1: 6 / 0.057
sky130_fd_sc_hd__and3_1: 4 / 0.038
sky130_fd_sc_hd__nor3b_1: 5 / 0.057
sky130_fd_sc_hd__o311ai_0: 4 / 0.054
sky130_fd_sc_hd__a2111oi_0: 5 / 0.067
sky130_fd_sc_hd__buf_6: 4 / 0.069
sky130_fd_sc_hd__o21ai_0: 32 / 0.25
sky130_fd_sc_hd__clkinv_1: 2 / 0.012
sky130_fd_sc_hd__a211oi_1: 5 / 0.057
sky130_fd_sc_hd__nand3b_1: 8 / 0.092
sky130_fd_sc_hd__xnor2_1: 4 / 0.054
sky130_fd_sc_hd__a22oi_1: 32 / 0.37
sky130_fd_sc_hd__mux4_2: 742 / 26
sky130_fd_sc_hd__and2_1: 1092 / 10
sky130_fd_sc_hd__or3b_2: 6 / 0.080
sky130_fd_sc_hd__nand2_1: 132 / 0.76
sky130_fd_sc_hd__o22ai_1: 5 / 0.048
sky130_fd_sc_hd__nor2b_1: 14 / 0.13
sky130_fd_sc_hd__clkbuf_1: 359 / 2.1
sky130_fd_sc_hd__a21oi_1: 65 / 0.50
sky130_fd_sc_hd__nor4_1: 63 / 0.60
sky130_fd_sc_hd__nor2_1: 98 / 0.56
sky130_fd_sc_hd__buf_2: 45 / 0.34
sky130_fd_sc_hd__xor2_1: 6 / 0.080
sky130_fd_sc_hd__o311a_1: 4 / 0.061
sky130_fd_sc_hd__o21a_1: 56 / 0.64
sky130_fd_sc_hd__buf_1: 54 / 0.31
sky130_fd_sc_hd__a31oi_1: 31 / 0.30
sky130_fd_sc_hd__or2_2: 31 / 0.30
sky130_fd_sc_hd__and3b_1: 3 / 0.040
sky130_fd_sc_hd__or3_1: 4 / 0.038
sky130_fd_sc_hd__mux2i_1: 74 / 1.1
sky130_fd_sc_hd__edfxtp_1: 1152 / 53
sky130_fd_sc_hd__nor4b_1: 2 / 0.027
sky130_fd_sc_hd__inv_1: 4 / 0.023
sky130_fd_sc_hd__nand3_1: 7 / 0.054
sky130_fd_sc_hd__nand2b_1: 9 / 0.086
sky130_fd_sc_hd__buf_4: 4 / 0.046
sky130_fd_sc_hd__nor3_1: 36 / 0.28
==> layout by cell type, fill, tap and decap left out, types with 36 or more instances in the layout <==
master,instances
sky130_fd_sc_hd__clkdlybuf4s50_1,122
sky130_fd_sc_hd__a21oi_1,65
sky130_fd_sc_hd__nand2_1,130
sky130_fd_sc_hd__nor2_1,66
sky130_fd_sc_hd__buf_4,181
sky130_fd_sc_hd__mux4_2,742
sky130_fd_sc_hd__clkbuf_16,143
sky130_fd_sc_hd__nor4_1,62
sky130_fd_sc_hd__mux2i_1,72
sky130_fd_sc_hd__conb_1,36
sky130_fd_sc_hd__edfxtp_1,1152
sky130_fd_sc_hd__nor3_1,36
sky130_fd_sc_hd__o21a_1,56
sky130_fd_sc_hd__and2_1,1092
==> routing by layer <==
metal / up-vias / track usage (%) / routed length, um
li1: 16600 / - / -
met4: 14 / 10.2 / 9040
met5: - / 1.28 / 231
met3: 525 / 24.5 / 41900
met2: 3057 / 42.8 / 102000
met1: 19900 / 35.0 / 70500
==> worst max-delay path: stages <==
cell and delay (ns):
sky130_fd_sc_hd__clkdlybuf4s50_1 0.94, sky130_fd_sc_hd__clkinv_2 0.85, sky130_fd_sc_hd__mux4_2 0.55, sky130_fd_sc_hd__mux2i_1 0.35, sky130_fd_sc_hd__xor2_1 0.22, sky130_fd_sc_hd__nand2_2 0.22
sky130_fd_sc_hd__buf_4 0.39, sky130_fd_sc_hd__or4_1 0.54, sky130_fd_sc_hd__a211oi_1 0.66, sky130_fd_sc_hd__clkdlybuf4s50_1 0.60
==> power breakdown <==
part	leakage, nW	internal [mW]	total (mW)	switching [mW]
Clock	2.14	1.92	3.27	1.35
Sequential	11.4	3.75	3.84	0.0886
Combinational	11.1	0.473	1.07	0.600
Total	24.6	6.14	8.18	2.04
==> final timing paths <==
check	cells after the start	from	slack (ns)	to
hold / removal	1	busy[0]$_SDFF_PP0_	0.49	busy[0]$_SDFF_PP0_
setup reg to reg	8	qi[23][0]$_SDFFCE_PN0P_	12.68	busy[9]$_SDFF_PP0_
hold reg to reg	1	busy[0]$_SDFF_PP0_	0.49	busy[0]$_SDFF_PP0_
setup / recovery	10	rs2_pos[4]	3.73	rs2_val[0]
==> state kept, by name, indices dropped and copies added, names as in the netlist <==
name,cells
qi,128
val,1024
busy,32
==> cell families (layout without fill, tap and decap cells) <==
kind of cell,count (synthesis),after routing
AND/OR/NAND/NOR,1522,1522
flip-flops,1184,1184
other,1,57
AND-OR/OR-AND,246,246
multiplexers,826,826
XOR/XNOR,10,10
buffers and inverters,474,559
==> final cells by class <==
cell class	count	area, um2
sequential	1184	35200
inverter	7	27.5
clock buffer	169	3720
clock inverter	69	671
tap	2160	2700
timing repair buffer	314	2700
antenna	21	52.6
fill	13700	87600
multi-input combinational	2640	28600
==> metrics by stage <==
stage | std cells | hold WS [ns] | power, mW | area (um2) | utilization, %
after floorplan | 4298 | 0.437 | 4.52 | 65400 | -
after CTS | 6543 | 0.487 | 8.21 | 73700 | 45.7
final | 6564 | 0.489 | 8.18 | 73700 | 45.7
after global routing | 6548 | 0.504 | 8.42 | 73700 | 45.7
after global placement | 6305 | 0.457 | 4.96 | 69300 | 42.9
after detailed placement | 6305 | 0.463 | 4.97 | 69300 | 42.9
No activity file was given, so power comes from the tool's default toggle rates.
