==> flow/design.v <==
module ins_cache (
    input wire clk,
    input wire reset,
    input wire ready,
    input wire clear,
    input wire mem_in_flag,
    input wire [31:0] mem_ins,
    output reg mem_out_flag,
    output reg [31:0] mem_pc,
    input wire fetch_in_flag,
    input wire [31:0] fetch_pc,
    output reg fetch_out_flag,
    output reg [31:0] fetch_ins
);
    wire [7:0] now_pos = fetch_pc[7:0];
    wire [23:0] now_tag = fetch_pc[31:8];
    reg [31:0] icache[255:0];
    reg [23:0] tag[255:0];
    reg busy[255:0];
    integer i;
    reg stall;
    always @(posedge clk) begin
        if (reset) begin
            for (i = 0; i < 9'b100000000; i = i + 1) begin
                icache[i] <= 0;
                tag[i] <= 0;
                busy[i] <= 0;
            end
            mem_out_flag <= 0;
            fetch_out_flag <= 0;
            stall <= 0;
        end
        else if (clear) begin
            mem_out_flag <= 0;
            fetch_out_flag <= 0;
            stall <= 0;
        end
        else if (ready) begin
            if (fetch_in_flag) begin
                if (stall) begin
                    mem_out_flag <= 0;
                    fetch_out_flag <= 0;
                    stall <= 0;
                end
                else if (busy[now_pos] && tag[now_pos] == now_tag) begin   
                    fetch_out_flag <= 1;
                    fetch_ins <= icache[now_pos];
                    mem_out_flag <= 0;
                    stall <= 1;
                end
                else begin
                    if (mem_in_flag) begin
                        icache[now_pos] <= mem_ins;
                        tag[now_pos] <= now_tag;
                        busy[now_pos] <= 1;
                        fetch_out_flag <= 1;
                        fetch_ins <= mem_ins;
                        mem_out_flag <= 0;
                        stall <= 1;
                    end
                    else begin
                        mem_out_flag <= 1;
                        mem_pc <= fetch_pc;
                        fetch_out_flag <= 0;
                    end
                end
            end
            else begin
                fetch_out_flag <= 0;
                mem_out_flag <= 0;
            end
        end
    end
endmodule
==> flow/run.sh <==
#!/bin/bash
# OpenROAD 26Q1-2900-gdf79404cd8, Yosys 0.63+post, stock flow scripts
make -C /OpenROAD-flow-scripts/flow DESIGN_CONFIG=/design/flow/config.mk WORK_HOME=/design/flow/orfs finish
==> flow/config.mk <==
export PLATFORM = sky130hd
export DESIGN_NAME = ins_cache
export DESIGN_NICKNAME = ins_cache
export VERILOG_FILES = /design/flow/design.v
export SDC_FILE = /design/flow/constraint.sdc
export NUM_CORES = 4
export LEC_CHECK = 1
export CORE_UTILIZATION = 40
export SYNTH_MEMORY_MAX_BITS = 65536
==> flow/constraint.sdc <==
current_design ins_cache

set clk_period 1121.1
set clk_io_pct 0.2

create_clock -name clk0 -period $clk_period [get_ports {clk}]

set non_clock_inputs [all_inputs -no_clocks]
set_input_delay [expr $clk_period * $clk_io_pct] -clock clk0 $non_clock_inputs
set_output_delay [expr $clk_period * $clk_io_pct] -clock clk0 [all_outputs]
==> job_summary.md <==
### Flow metrics

| Metric | Value |
|---|---|
| RR Endpoint | icache[204][22] |
| Chip Footprint | 1.60 sq mm |
| Setup Total Neg Slack | 0 ns |
| Total of hold buffers inserted after clock tree synthesis | 0 |
| Layer with the highest usage | met2 |
| Portion of the clock cycle consumed by the worst path in the final layout | 21.3% |
| Global-route wire length before repair | 3400000 microns |
| Max-cap violations | 0 |
| Horizontal die dimension | 1270 microns |
| Number of cells upsized or downsized after cts | 0 |
| Number of DRC violations after detailed-routing iteration 0 | 33400 |
| Number of hold-slack violations in the final timing report | 0 |
| Leading cell types by total area after synthesis | sky130_fd_sc_hd__edfxtp_1 68%, sky130_fd_sc_hd__mux4_2 13%, sky130_fd_sc_hd__nor2_1 8.0% |
| HPWL after detailed placement | 1570000 microns |
| #FFs+latches synth | 14700 |
| Transition at the pin with the smallest max-transition slack | 1.47 ns |
| Clock tree from TritonCTS | yes |
| Data arrival time of the worst path | 239.77 ns |
| Stage delay of the slowest cell on the critical path | 1.09 ns |
| IO buf count | 135 |
| Critical Path Source | fetch_pc[1] |
| Filler instances | 134000 |
| Clk sink count | 14700 |
| Via count | 405000 |
| Pwr/cell area | 1.74 mW/mm^2 |
| Total leakage power | 221 nW |
| Startpoint of the most critical register-to-register path | tag[166][9] |
| Post-synthesis instance area | 0.639 sq mm |
| Final setup vio count | 0 |
| Post-DR wirelength/cell | 36.9 microns |
| Initial antenna violation count | 338 |
| Post-Synthesis Mean Instance Area | 14.4 sq um |
| Depth of the worst register-to-register path | 20 |
| Insertion delay to the later sink of the worst-skew pair | 1.44 ns |
| Total number of warnings across the stage logs | 142 |
| Status | finished clean |
| Largest buffer count on any clock path | 6 |
| Post-DRT Antenna Nets | 0 |
| Number of standard cells after synthesis | 44300 |
| Most frequent logic cells in the routed design | 14400 x sky130_fd_sc_hd__edfxtp_1, 13500 x sky130_fd_sc_hd__nor2_1, 3675 x sky130_fd_sc_hd__mux4_2 |
| Post-synth tally of flip-flops with integrated enable | 14400 |
| Vertical die dimension | 1270 microns |
| Total CTS buffers | 1581 |
| Fmax achieved | 4.19 MHz |
| Internal reg-to-reg setup slack | 1110.67 ns |
| Number of design rule violations left after detail routing | 0 |
| Final WL | 2500000 microns |
| Count of instantiated cells in the yosys netlist | 44300 |
| Worst Setup Path Type | in -> reg |
| Element type at the critical path start | input port |
| GR met1 Demand/Resource | 32.9% |
| Library cell with the largest summed area after synthesis | sky130_fd_sc_hd__edfxtp_1 |
| Drt first pass iters | 9 |
| Critical path's most frequent cell | sky130_fd_sc_hd__buf_4 |
| Vias in the first global route | 429000 |
| Num ports | 136 |
| Dominant cell area share | 67.7% |
| Required arrival time at the worst endpoint | 1122.18 ns |
| Worst-case setup slack after placement | 881.55 ns |
| Number of distinct library cells after synthesis | 80 |
| Worst hold path type | reg -> reg |
| Area Overhead vs Synth | 12.9% |
| Clock edge transition at the registers on the reported setup and hold paths | 0.06 ns |
| Total overflow reported by the global router | 0 |
| Layout cells sized above 1 | 18.3% |
| Total area of multi-input combinational cells | 0.187 sq mm |
| Most instantiated flip-flop cell in the synthesis netlist | sky130_fd_sc_hd__edfxtp_1 |
| # H-tree levels | 7 |
| Fraction of registers with async set/reset | 0% |
| Root buffer cell | sky130_fd_sc_hd__clkbuf_16 |
| Highest fanout seen on the critical path | 70 |
| Detailed-route vias per instance | 5.98 |
| Cell row count | 464 |
| Chip area line of the yosys report | 0.639 sq mm |
| Last weighted congestion value of the routability-driven placer | 1.03 |
| Setup repair after global routing missed its margin | false |
| Most common cell after layout, fill and taps aside | sky130_fd_sc_hd__edfxtp_1 |
| Number of setup buffers added after CTS | 0 |
| Fraction of met3 tracks used by global routing | 33.6% |
| Core area | 1.59 sq mm |
| Largest net degree at the start of global routing | 149 |
| Register area share after synthesis | 68.5% |
| Last element of the critical path | icache[204][22] |
| Critical Path End Type | flip-flop |
| Global-route track usage on met2 | 42.9% |
| Starting Density | 40.1% |
| Overall routing resource usage | 33.9% |
| Setup ws final | 882.41 ns |
| Slew HR | 1.75% |
| Shortest clock period the worst path allows after layout | 238.69 ns |
| Final Max Slew Viols | 0 |
| Final Skew | 0.185 ns |
| Count of synthesis-stage warnings from yosys | 1 |
| Worst vdd ir | 0.00000161 V |
| Sequential cell area in the final layout | 0.438 sq mm |
| Critical Path Slowest Stage Cell | sky130_fd_sc_hd__a2111oi_0 |
sequential cells by signal, summed over array words and instances, names as in the netlist:
register        cells
fetch_out_flag      1
fetch_ins          32
mem_out_flag        1
icache           8192
mem_pc             32
busy              256
stall               1
tag              6144
worst max-delay path, delay by kind of cell:
kind                      cells  cell delay [ns]
xor gates and xnor gates      1             0.08
and+or+nand+nor               3             1.00
AOI/OAI and AO/OA             5             2.15
muxes                         1             0.59
buffers and inverters        21            11.03
layer usage:
metal / share of wire (%) / wire, microns
met1: 27 / 677000
met2: 41 / 1020000
met3: 23 / 575000
met4: 8.0 / 200000
met5: 1.1 / 26900
metrics by stage:
| stage | util [%] | instances | area, sq um | total power [mW] | hold WS [ns] |
|---|---|---|---|---|---|
| 3_5_place_dp | 42.0 | 63700 | 669000 | 0.752 | 0.449 |
| 6_report | 45.2 | 67700 | 721000 | 1.25 | 0.470 |
| 4_1_cts | 45.0 | 66500 | 718000 | 1.25 | 0.463 |
| 3_3_place_gp | 42.0 | 63700 | 669000 | 0.751 | 0.449 |
| 2_1_floorplan | - | 44300 | 639000 | 0.695 | 0.401 |
| 5_1_grt | 45.2 | 67300 | 720000 | 1.28 | 0.482 |
synthesized netlist by cell type, types with 8 or more instances:
cell type                   count
sky130_fd_sc_hd__o22ai_1      274
sky130_fd_sc_hd__a31oi_1       75
sky130_fd_sc_hd__nor2_1     13600
sky130_fd_sc_hd__nand3_1      327
sky130_fd_sc_hd__or4_1         10
sky130_fd_sc_hd__clkbuf_1    2057
sky130_fd_sc_hd__buf_6         55
sky130_fd_sc_hd__a211oi_1      14
sky130_fd_sc_hd__dfxtp_1      259
sky130_fd_sc_hd__buf_4        146
sky130_fd_sc_hd__o221ai_1       8
sky130_fd_sc_hd__inv_1        269
sky130_fd_sc_hd__and2_1         9
sky130_fd_sc_hd__a22o_1        87
sky130_fd_sc_hd__a21oi_1       93
sky130_fd_sc_hd__nand2b_1      10
sky130_fd_sc_hd__xnor2_1       11
sky130_fd_sc_hd__mux2_4        26
sky130_fd_sc_hd__nor2b_1       14
sky130_fd_sc_hd__a221oi_1      84
sky130_fd_sc_hd__buf_2       1537
sky130_fd_sc_hd__a211o_1       12
sky130_fd_sc_hd__mux2_2        11
sky130_fd_sc_hd__nand4_1       82
sky130_fd_sc_hd__mux4_2      3675
sky130_fd_sc_hd__nor3_1        40
sky130_fd_sc_hd__buf_1        120
sky130_fd_sc_hd__nor4_1        20
sky130_fd_sc_hd__o21ai_0       33
sky130_fd_sc_hd__mux2i_1     1178
sky130_fd_sc_hd__a32oi_1        8
sky130_fd_sc_hd__o21bai_1     257
sky130_fd_sc_hd__nand2_1     3601
sky130_fd_sc_hd__a22oi_1      857
sky130_fd_sc_hd__edfxtp_1   14400
sky130_fd_sc_hd__o211ai_1      16
sky130_fd_sc_hd__and3_1       933
sky130_fd_sc_hd__a2111oi_0     12
how the worst min path moves through the flow:
stage,start,endpoint,slack (ns),depth (start not counted)
after global routing,busy[251],busy[251],0.48,2
final,mem_out_flag,mem_out_flag,0.47,2
after CTS,mem_out_flag,mem_out_flag,0.46,2
power by group:
part	total (mW)	internal, mW	switching (mW)
combinational	0.114	0.0328	0.0807
clock	0.504	0.289	0.215
sequential	0.634	0.627	0.00680
layout make-up:
class	count	share of cell area [%]
inverter	270	0.143
antenna	1233	0.428
clock inverter	836	1.01
clock buffer	1934	5.74
sequential	14700	60.7
timing repair buffer	2083	2.39
multi-input combinational	25500	25.9
tap	21200	3.68
cells by family after synthesis:
logic type      share of synthesized area (%)
simple gates                             11.5
flops                                    68.5
buf+inv                                  2.91
compound gates                           2.16
xor+xnor                               0.0233
mux                                      14.9
Power and IR drop assume default switching activity.
