[/design/flow/config.mk]
export PLATFORM = sky130hd
export DESIGN_NAME = rsstation
export DESIGN_NICKNAME = rsstation
export VERILOG_FILES = /design/flow/design.v
export SDC_FILE = /design/flow/constraint.sdc
export NUM_CORES = 4
export LEC_CHECK = 1
export CORE_UTILIZATION = 30
[/design/flow/constraint.sdc]
current_design rsstation

set clk_period 51.0
set clk_io_pct 0.2

create_clock -name clk0 -period $clk_period [get_ports {clk}]

set non_clock_inputs [all_inputs -no_clocks]
set_input_delay [expr $clk_period * $clk_io_pct] -clock clk0 $non_clock_inputs
set_output_delay [expr $clk_period * $clk_io_pct] -clock clk0 [all_outputs]
[/design/flow/design.v]
module rsstation (
    input wire clk,
    input wire reset,
    input wire ready,
    input wire clear,
    input wire getpos,
    output reg rs_full,
    output reg rs_avail,
    output reg [3:0] rs_avail_pos,
    output reg rs_ready,
    output reg [3:0] rs_ready_pos,
    input wire push,
    input wire [3:0] push_pos,
    input wire [5:0] push_op,
    input wire [31:0] push_imm,
    input wire [31:0] push_pc,
    input wire [3:0] push_robpos,
    input wire [31:0] push_vj,
    input wire push_qj,
    input wire [31:0] push_vk,
    input wire push_qk,
    input wire front,
    input wire [3:0] front_pos,
    output reg front_ok,
    output reg [5:0] front_op,
    output reg [31:0] front_imm,
    output reg [31:0] front_pc,
    output reg [3:0] front_robpos,
    output reg [31:0] front_vj,
    output reg [31:0] front_vk,
    input alu_in_flag,
    input wire [31:0] alu_val,
    input wire [3:0] alu_robpos,
    input lsb_in_flag,
    input wire [31:0] lsb_val,
    input wire [3:0] lsb_robpos
);
    reg [5:0] rs_op[15:0];
    reg [31:0] rs_imm[15:0];
    reg [31:0] rs_pc[15:0];
    reg [3:0] rs_robpos[15:0];
    reg [31:0] rs_vj[15:0];
    reg rs_qj[15:0];
    reg [31:0] rs_vk[15:0];
    reg rs_qk[15:0];
    reg busy[15:0];
    integer siz;
    integer i;
    always @(*) begin
        if (reset || clear || !getpos) begin
            rs_avail = 0;
        end
        else begin
            rs_avail = 0;
            for (i = 0; i < 5'b10000; i = i + 1) begin
                if (!busy[i]) begin
                    rs_avail <= 1;
                    rs_avail_pos <= i;
                end
            end
        end
    end
    integer j;
    always @(*) begin
        if (reset || clear) begin
            rs_ready = 0;
        end
        else begin
            rs_ready = 0;
            for (j = 0; j < 5'b10000; j = j + 1) begin
                if (busy[j]) begin
                    if (!rs_qj[j] && !rs_qk[j]) begin
                        rs_ready <= 1;
                        rs_ready_pos <= j;
                    end
                end
            end
        end 
    end
    integer k;
    always @(posedge clk) begin
        if (reset || clear) begin
            for (k = 0; k < 5'b10000; k = k + 1) begin
                busy[k] <= 0;
            end
            front_ok <= 0;
            siz <= 0;
            rs_full <= 0;
            rs_avail <= 0;
            rs_ready <= 0;
            front_ok <= 0;
        end
        else if (ready) begin
            if (alu_in_flag) begin
                for (k = 0; k < 5'b10000; k = k + 1) begin
                    if (busy[k]) begin
                        if (rs_qj[k] && rs_vj[k][3:0] == alu_robpos) begin
                            rs_vj[k] <= alu_val;
                            rs_qj[k] <= 0;
                        end
                        if (rs_qk[k] && rs_vk[k][3:0] == alu_robpos) begin
                            rs_vk[k] <= alu_val;
                            rs_qk[k] <= 0;
                        end
                    end
                end
            end
            if (lsb_in_flag) begin
                for (k = 0; k < 5'b10000; k = k + 1) begin
                    if (busy[k]) begin
                        if (rs_qj[k] && rs_vj[k][3:0] == lsb_robpos) begin
                            rs_vj[k] <= lsb_val;
                            rs_qj[k] <= 0;
                        end
                        if (rs_qk[k] && rs_vk[k][3:0] == lsb_robpos) begin
                            rs_vk[k] <= lsb_val;
                            rs_qk[k] <= 0;
                        end
                    end
                end
            end
            siz <= (siz + push - front);
            rs_full <= (siz + push - front == 5'b10000); 
            if (push) begin
                rs_op[push_pos] <= push_op;
                rs_imm[push_pos] <= push_imm;
                rs_pc[push_pos] <= push_pc;
                rs_robpos[push_pos] <= push_robpos;
                if (!push_qj) begin
                    rs_vj[push_pos] <= push_vj;
                    rs_qj[push_pos] <= 0;
                end
                else begin  
                    if (alu_in_flag && push_vj[3:0] == alu_robpos) begin
                        rs_vj[push_pos] <= alu_val;
                        rs_qj[push_pos] <= 0;
                    end
                    else if (lsb_in_flag && push_vj[3:0] == lsb_robpos) begin
                        rs_vj[push_pos] <= lsb_val;
                        rs_qj[push_pos] <= 0;
                    end
                    else begin
                        rs_vj[push_pos] <= push_vj;
                        rs_qj[push_pos] <= 1;
                    end
                end
                if (!push_qk) begin
                    rs_vk[push_pos] <= push_vk;
                    rs_qk[push_pos] <= 0;
                end
                else begin
                    if (alu_in_flag && push_vk[3:0] == alu_robpos) begin
                        rs_vk[push_pos] <= alu_val;
                        rs_qk[push_pos] <= 0;
                    end
                    else if (lsb_in_flag && push_vk[3:0] == lsb_robpos) begin
                        rs_vk[push_pos] <= lsb_val;
                        rs_qk[push_pos] <= 0;
                    end
                    else begin
                        rs_vk[push_pos] <= push_vk;
                        rs_qk[push_pos] <= 1;
                    end
                end
                busy[push_pos] <= 1;
            end
            if (front) begin
                front_ok <= 1;
                front_op <= rs_op[front_pos];
                front_imm <= rs_imm[front_pos];
                front_pc <= rs_pc[front_pos];
                front_robpos <= rs_robpos[front_pos];
                front_vj <= rs_vj[front_pos];
                front_vk <= rs_vk[front_pos];
                busy[front_pos] <= 0;
            end
            else begin
                front_ok <= 0;
            end
        end
    end
endmodule
[/design/flow/run.sh]
#!/bin/bash
# OpenROAD 26Q1-2900-gdf79404cd8, Yosys 0.63+post, stock flow scripts
make -C /OpenROAD-flow-scripts/flow DESIGN_CONFIG=/design/flow/config.mk WORK_HOME=/design/flow/orfs finish
==> reports/metrics.yaml <==
critical_path:
  cp.required_ps: 51560
  worstPathArrival_ps: 14580
  crit_fanout: 61
  rr_endpoint: "rs_full"
  crit_start: "front_pos[1]"
  cp-endpoint: "front_vk[30]"
  path_class: "input port to flop"
  r2r_cells: 16
  r2r-start: "siz[0]"
  cp-end-kind: "flop"
  r2r_slack_ps: 47340
  startpoint_type: "input port"
synthesis:
  async_flop_share_pct: 0
  ys_warn_count: 13
  top_area_cell: "edfxtp_1"
  synth_cell_type_count: 69
  synth_cells: 8352
  ys_seq_elements: 2436
  top_area_share_pct: 60.04
  topCellsByArea: "edfxtp_1, mux4_2, mux2i_1"
  ys_cells: 8352
  yosysChipArea_sq_mm: 0.1189
  yosys_most_used_dff: "edfxtp_1"
  syn_area_sq_mm: 0.1189
  edf_count: 2378
  syn_area_per_cell_sq_um: 14.24
clock_network:
  cts_tree: "done"
  htree_levels: 5
  post_cts_resized: 0
  cts-root-buf: "clkbuf_16"
  clk_path_buf_depth: 4
  clkTransAtPathRegs_ps: 60
  cts_setup_buffers: 0
  hold_buffers: 0
  clk_latency_ps: 890
  numCtsBuffers: 270
sta:
  setup_violations: 0
  finalHoldViolations: 0
  unclocked_regs: 8
  period_used_pct: 27.49
  rsz0062_at_grt: "false"
  max_slew_margin_pct: 34.31
  tns_ps: 0
  max_freq_mhz: 71.33
  fin_skew_ps: 66.15
  untimed_endpoints: 16
  slew_violations: 0
  finalCriticalPeriod_ps: 14020
  worst_pin_slew_ps: 985.3
global_route:
  grt_first_pass_wirelength_mm: 577.4
  track_usage_pct: 21.57
  grt_pass1_vias: 79168
  grt_max_degree: 115
  antenna_found_initial: 63
  grt-ovfl-total: 0
detailed_routing:
  drc: 0
  drt-total-wl_mm: 409.4
  antenna_left: 0
  firstDrtPassIters: 8
  via_per_inst: 5.432
  drt_iter0_drc: 5357
  routedWlPerCell_um: 29.53
  via_count: 75323
cells_and_area:
  nFillCells: 36462
  final_cell_mix: "edfxtp_1, nand2_1, mux2i_1, o21ai_0, mux4_2"
  final_common_cell: "edfxtp_1"
  drive_gt1_share_pct: 17.19
  syn_to_final_growth_pct: 15.10
placement:
  dp_hpwl_mm: 245.7
  place.gp.congestion: 0.9793
  io_buffer_count: 376
hold_path:
  hp-class: "flop to flop"
floorplan:
  ios: 379
  dieHeight_um: 631.6
  die_w_um: 631.6
  fp_util_pct: 30.23
  rows: 230
  die-area_sq_mm: 0.3989
  core_sq_mm: 0.3934
power_and_ir_drop:
  p_leak_uw: 0.04612
  irDropWorstVdd_uv: 24.11
  total_power_uw: 4609
  powerDensity_mw_per_mm2: 33.67
run:
  tool_warnings: 29
  maxCapViolCount: 0
status:
  status: "finished clean"
sequential cells by signal, summed over array words and instances (netlist names), 64 cells and up:
name and cells:
rs_vj 512, rs_robpos 64, rs_pc 512, rs_vk 512, rs_op 96, rs_imm 512
layer usage:
layer  GRT usage (%)  vias up  wire (um)  part of all wire, %
li1                -    32023          -                    -
met5           2.126        -       1243                 0.30
met2           31.34     5711     183500                   45
met3           16.48      995      72560                   18
met1           23.73    36532     132400                   32
met4           8.454       62      19660                  4.8
cell usage after synthesis (all sizes together) (62+ instances only):
cell type	count
edfxtp	2378
nor2	169
mux2i	1049
inv	62
o21ai	1047
a21oi	126
o22ai	64
mux4	690
nand4	66
xnor2	218
xor2	82
buf	350
nor3	75
clkbuf	543
nand2	1127
critical path: stages:
cell and delay (ps):
buf_8 410, buf_4 680, buf_4 530, buf_4 580, buf_4 610, buf_4 580, mux4_2 390, mux4_2 470
how the worst min path moves through the flow:
stage / start / endpoint / slack [ps] / depth (start not counted)
6_report: front_ok / front_ok / 470 / 2
5_1_grt: front_ok / front_ok / 490 / 2
4_1_cts: front_ok / front_ok / 470 / 2
metrics by stage:
step | util (%) | hold WS (ps) | std cells | cell area, sq um | setup WS, ps
2_1_floorplan | - | 430.7 | 8353 | 118900 | 36950
4_1_cts | 34.78 | 474.2 | 13839 | 136800 | 36990
6_report | 34.80 | 467.9 | 13867 | 136900 | 36980
5_1_grt | 34.79 | 492.9 | 13855 | 136900 | 36770
3_3_place_gp | 32.64 | 461.3 | 13369 | 128400 | 36120
3_5_place_dp | 32.64 | 464.0 | 13369 | 128400 | 36050
power by group:
part | leakage, uW | internal (uW) | switching, uW | total [uW]
Sequential | 0.0218 | 2210 | 8.82 | 2220
Clock | 0.00411 | 1100 | 797 | 1900
Combinational | 0.0202 | 202 | 294 | 496
Total | 0.0461 | 3510 | 1100 | 4610
area by class of cell:
cell class	instances	area [sq um]	share of cell area [%]
Clock buffer	331	7177	5.243
Sequential cell	2436	72530	52.99
Inverter	62	360.3	0.2633
Antenna cell	28	70.07	0.05119
Tap cell	5220	6531	4.771
Multi-Input combinational cell	4962	42840	31.30
Clock inverter	139	1245	0.9095
Timing Repair Buffer	689	6128	4.477
logic make-up after synthesis:
family	after synthesis	share of synthesized area (%)
xor gates and xnor gates	300	2.209
buffers and inverters	955	3.204
adders and majority gates	33	0.3535
other	1	0.003153
and+or+nand+nor	1569	5.437
muxes	1739	21.90
latches	8	0.1010
AOI/OAI and AO/OA	1319	5.911
DFF	2428	60.89
Power figures rest on the tool's default switching activity, not on a simulated workload.
